==> design/flow/design.v <==
interface naive_bus();
    logic  rd_req, rd_gnt;
    logic  [3:0]  rd_be;
    logic  [31:0] rd_addr, rd_data;
    logic  wr_req, wr_gnt;
    logic  [3:0]  wr_be;
    logic  [31:0] wr_addr, wr_data;
    modport master(
        output rd_req, rd_be, rd_addr,
        input  rd_data, rd_gnt,
        output wr_req, wr_be, wr_addr, wr_data,
        input  wr_gnt
    );
    modport slave(
        input  rd_req, rd_be, rd_addr,
        output rd_data, rd_gnt,
        input  wr_req, wr_be, wr_addr, wr_data,
        output wr_gnt
    );
endinterface
module user_uart_tx #(
    parameter  UART_TX_CLK_DIV = 434     
)(
    input  logic     clk, rstn,
    output logic     o_uart_tx,
    naive_bus.slave  bus
);
localparam TX_CNT = 5'd19;
logic [ 9:0] fifo_rd_pointer=10'h0, fifo_wr_pointer=10'h0, fifo_len;
logic fifo_full, fifo_empty;
logic rd_addr_valid, wr_addr_valid;
logic [31:0] cnt = 0;
logic [ 4:0] tx_cnt = 0;
logic [ 7:0] tx_shift = 8'h0;
logic [ 7:0] fifo_rd_data = 8'h0;
initial o_uart_tx = 1'b1;
assign rd_addr_valid = (bus.rd_addr[31:2] == 30'h0);
assign wr_addr_valid = (bus.wr_addr[31:2] == 30'h0);
assign fifo_len = fifo_wr_pointer - fifo_rd_pointer;
assign fifo_empty = (fifo_len==10'h000);
assign fifo_full  = (fifo_len==10'h3ff);
assign bus.rd_gnt = bus.rd_req;
always @ (posedge clk or negedge rstn)
    if(~rstn)
        bus.rd_data <= 0;
    else begin
        if(bus.rd_req & rd_addr_valid)
            bus.rd_data <= {22'h0, fifo_len};
        else
            bus.rd_data <= 0;
    end
always_comb
    if(bus.wr_req) begin
        if(wr_addr_valid && bus.wr_be[0]) begin
            bus.wr_gnt <= ~fifo_full;
        end else begin
            bus.wr_gnt <= 1'b1;
        end
    end else begin
        bus.wr_gnt <= 1'b0;
    end
always @ (posedge clk or negedge rstn)
    if(~rstn) begin
        fifo_wr_pointer <= 10'h0;
    end else begin
        if(bus.wr_req & wr_addr_valid & bus.wr_be[0] & ~fifo_full) begin
            fifo_wr_pointer <= fifo_wr_pointer + 10'h1;
        end
    end
always @ (posedge clk or negedge rstn)
    if(~rstn)
        cnt <= 0;
    else
        cnt <= (cnt<UART_TX_CLK_DIV-1) ? cnt+1 : 0;
always @ (posedge clk or negedge rstn)
    if(~rstn) begin
        fifo_rd_pointer <= 10'h0;
        o_uart_tx       <= 1'b1;
        tx_shift        <= 8'h00;
        tx_cnt          <= 5'h0;
    end else begin
        if(tx_cnt>5'd0) begin
            if(cnt==0) begin
                if(tx_cnt==TX_CNT) begin
                    {tx_shift, o_uart_tx} <= ~{fifo_rd_data, 1'b1};
                    fifo_rd_pointer <= fifo_rd_pointer + 10'h1;
                end else begin
                    {tx_shift, o_uart_tx} <= {1'b0, tx_shift[7:1], ~tx_shift[0]};
                end
                tx_cnt <= tx_cnt - 5'd1;
            end
        end else begin
            o_uart_tx <= 1'b1;
            tx_cnt <= fifo_empty ? 5'd0 : TX_CNT;
        end
    end
logic [7:0] fifo_ram [1024];
always @ (posedge clk)
    fifo_rd_data <= fifo_ram[fifo_rd_pointer];
always @ (posedge clk)
    if( bus.wr_req & wr_addr_valid & bus.wr_be[0] & ~fifo_full ) 
        fifo_ram[fifo_wr_pointer] <= bus.wr_data[7:0];
endmodule
==> design/flow/run.sh <==
#!/bin/bash
# OpenROAD 26Q1-2900-gdf79404cd8, Yosys 0.63+post, stock flow scripts
make -C /OpenROAD-flow-scripts/flow DESIGN_CONFIG=/design/flow/config.mk WORK_HOME=/design/flow/orfs finish
==> design/flow/config.mk <==
export PLATFORM = sky130hd
export DESIGN_NAME = user_uart_tx
export DESIGN_NICKNAME = user_uart_tx
export VERILOG_FILES = /design/flow/design.v
export SDC_FILE = /design/flow/constraint.sdc
export NUM_CORES = 4
export LEC_CHECK = 1
export CORE_UTILIZATION = 40
export SYNTH_MEMORY_MAX_BITS = 65536
==> design/flow/constraint.sdc <==
current_design user_uart_tx

set clk_period 1564.9
set clk_io_pct 0.2

create_clock -name clk0 -period $clk_period [get_ports {clk}]

set non_clock_inputs [all_inputs -no_clocks]
set_input_delay [expr $clk_period * $clk_io_pct] -clock clk0 $non_clock_inputs
set_output_delay [expr $clk_period * $clk_io_pct] -clock clk0 [all_outputs]
==> run_results.csv <==
group,metric,value,unit
worst_setup_path,worst-path-buf-inv,1,
finish,fillers,558,
global_routing,maximum_number_of_pins_on_one_net_before_global_route_repair,57,
hold_path,hold_path_depth,1,
routing,final_antenna_net_count,0,
global_routing,grt_use_met2,0.203,
global_routing,busiest_layer,"met2",
logic_synthesis,syn_area,0.00248,mm^2
power_and_ir_drop,power.ir.vdd_worst,0.000537,mV
logic_synthesis,dominantRegCellSynth,"dfrtp_1",
logic_synthesis,synthesis.instances,207,
clock_tree,post-cts-setup-buffers,0,
logic_synthesis,ys_cells,207,
run,maxCapViolations,0,
floorplanning,num_rows,28,
logic_synthesis,yosys.area.top_type_share,0.554,
floorplanning,die-height,80.8,um
routing,detail_route.iter0.violations,106,
clock_tree,postCtsHoldBufs,0,
clock_tree,clock-root-buffer,"clkbuf_8",
global_routing,groute.layer.met1.usage,0.193,
floorplanning,initCoreUtil,0.417,
routing,drt_pass1_iterations,4,
clock_tree,clock_sink_count,56,
clock_tree,clock_insertion_delay_worst_skew,300,ps
place,gp_routability_congestion,0.790,
logic_synthesis,commonest_cells_post_synth,"dfrtp_1 (55), nor2_1 (21), inv_1 (18), xor2_1 (11), nand3_1 (10)",
global_routing,global_routing_usage_summed_across_all_routing_layers,0.127,
logic_synthesis,yosys.cell_types.count,45,
logic_synthesis,largest_area_cell,"dfrtp_1",
clock_tree,cts-resized-gates,0,
logic_synthesis,top_cell,"dfrtp_1",
logic_synthesis,post_synth.cell_area_avg,12.0,um^2
finish,final_layout_size_suffix_gt1_frac,0.120,
routing,avgRoutedWirePerCell,11.2,um
place,buffer_ports.inserted,2,
worst_setup_path,timing.critical_path.from_type,"register",
global_routing,initial_antenna_violation_count,0,
clock_tree,cts.reportedPaths.clkPinSlew,100,ps
logic_synthesis,area_leaders,"dfrtp_1 (55%), xor2_1 (3.9%), ha_1 (3.5%)",
finish,layout-area-overhead-vs-synth,12.4,%
logic_synthesis,async_s_r_ff_share_synth,1.00,
clock_tree,cts-htree-levels,2,
timing,max_freq,3.18,MHz
status,outcome,"completed",
floorplanning,fp.coreArea,0.00596,mm^2
routing,final_routed_wirelength_across_all_metal_layers,3460,um
logic_synthesis,yosysWarningCount,43,
clock_tree,clockBufferDepth,2,
worst_setup_path,r2r.worst_path.cells,4,
worst_setup_path,critPathRequiredTime,1251920,ps
timing,final.hold.worst_slack,462,ps
logic_synthesis,yosys_register_bits,56,
worst_setup_path,crit_type,"register to output pin",
global_routing,overflow,0,
timing,period_used_share,0.201,
global_routing,grt_pass1_vias,1407,
finish,regArea,0.00140,mm^2
floorplanning,chipWidth,80.8,um
routing,route.vias.total,1451,
place,placement.setup.worst_slack,1250970,ps
timing,final-hold-violation-count,0,
worst_setup_path,crit_family,"flip-flops",
finish,fin_util,0.469,
run,warning_count,29,
global_routing,global_route.usage.met3,0.0228,
routing,route.detailed.vias_per_inst,4.71,
clock_tree,cts_tree,"done",
finish,area.combinational,0.00105,mm^2
worst_setup_path,cp_cell_sequence,"clkdlybuf4s50_1",
timing,max_slew.worst_pin.slew,708,ps
timing,grt_setup_unrepaired,"false",
routing,route.detailed.drc,0,
clock_tree,cts_buffers,5,
timing,finalMaxSlewViolations,0,
global_routing,grt_pass1_wl,6310,um
worst_setup_path,cp_slowest_stage_delay,540,ps
worst_setup_path,crit_cells,1,
floorplanning,chip_area,0.00653,mm^2
timing,worst_slew_margin_rel,0.523,
timing,fin_worst_skew,5.34,ps
worst_setup_path,critical_path.endpoint_type,"output pin",
timing,finalSetupTns,0,ps
floorplanning,pin_count,3,
power_and_ir_drop,p_per_area,0.996,mW/mm^2
timing,final_ws_setup,1250640,ps
power_and_ir_drop,static-leakage-power,1.27,nW
worst_setup_path,cp_data_arrival_time,1280,ps
logic_synthesis,yosysSeqAreaShare,0.564,
worst_setup_path,cp_slowest_cell,"dfstp_2",
hold_path,hp-class,"register to register",
logic_synthesis,edf_count,0,
timing,timing.final.crit_period,314260,ps
timing,finalSetupViolations,0,
routing,num_antenna_cells,0,
place,hpwl,2250,um
worst_setup_path,cp_max_fo,2,
logic_synthesis,synth-area-yosys,0.00248,mm^2
-- flip-flops by register name (all words and copies together) (netlist names) --
| signal | flops |
|---|---|
| tx_shift | 8 |
| cnt | 32 |
| o_uart_tx | 1 |
| tx_cnt | 5 |
| fifo_rd_pointer | 10 |
-- layer usage --
metal / part of all wire / vias up
li1: - / 741
met1: 0.49 / 692
met2: 0.47 / 9
met3: 0.023 / 9
met4: 0.021 / 0
met5: 0 / -
-- cells in the final DEF, fill, tap and decap left out, types with 2 or more instances in the layout --
cell type and instances:
and4_1 2, bufinv_16 3, clkbuf_8 5, conb_1 23, dfrtp_1 55, ha_1 7, inv_1 18, mux2_2 3
mux2i_1 7, nand2_1 9, nand3_1 10, nand4_1 3, nor2_1 21, nor3_1 9, nor4_1 4, nor4_2 7
nor4_4 2, o211ai_1 2, o21ai_0 2, o221ai_1 2, xnor2_1 4, xor2_1 11
-- per-stage QoR --
| stage | power (mW) | std cells | area, um^2 |
|---|---|---|---|
| 2_1_floorplan | 0.00153 | 229 | 2570 |
| 3_3_place_gp | 0.00157 | 300 | 2630 |
| 3_5_place_dp | 0.00157 | 300 | 2630 |
| 4_1_cts | 0.00283 | 308 | 2790 |
| 5_1_grt | 0.00288 | 308 | 2790 |
| 6_report | 0.00278 | 308 | 2790 |
-- cells by family after synthesis --
family / count (synthesis) / synth area share
AND-OR/OR-AND: 14 / 0.0428
adder cells (fa/ha/maj): 7 / 0.0352
buffers and inverters: 25 / 0.0473
AND/OR/NAND/NOR: 79 / 0.214
other: 1 / 0.00151
XOR/XNOR: 15 / 0.0529
flip-flops: 56 / 0.564
multiplexers: 10 / 0.0418
-- path summary, 6_finish.rpt --
| kind | from | endpoint | slack [ps] |
|---|---|---|---|
| setup / recovery | o_uart_tx$_DFFE_PN1P_ | o_uart_tx | 1250640 |
| setup reg to reg | cnt[28]$_DFF_PN0_ | fifo_rd_pointer[1]$_DFFE_PN0P_ | 1562770 |
| min in group asynchronous | rstn | tx_cnt[3]$_DFFE_PN0P_ | 312790 |
| max in group asynchronous | rstn | cnt[16]$_DFF_PN0_ | 1251660 |
| hold / removal | tx_shift[0]$_DFFE_PN0P_ | o_uart_tx$_DFFE_PN1P_ | 460 |
| hold reg to reg | tx_shift[0]$_DFFE_PN0P_ | o_uart_tx$_DFFE_PN1P_ | 460 |
-- worst register-to-register path: cells and delay by family (launching register included) --
kind / cells / cell delay [ps]
flops: 1 / 380
mux: 1 / 370
simple gates: 3 / 1280
-- cell type report --
class / instances / share of cell area
sequential: 56 / 0.502
multi-input combinational: 148 / 0.375
tap: 75 / 0.0336
clock inverter: 3 / 0.0323
clock buffer: 5 / 0.0246
inverter: 18 / 0.0242
timing repair buffer: 3 / 0.00806
-- power by group --
group,switching (mW),leakage (nW),internal (mW)
Sequential,0.0000158,0.726,0.00148
Clock,0.000447,0.0784,0.000799
Combinational,0.0000353,0.465,0.00000743
Power and IR drop assume default switching activity.
