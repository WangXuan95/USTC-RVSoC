===== flow/run.sh =====
#!/bin/bash
# OpenROAD 26Q1-2900-gdf79404cd8, Yosys 0.63+post, stock flow scripts
make -C /OpenROAD-flow-scripts/flow DESIGN_CONFIG=/design/flow/config.mk WORK_HOME=/design/flow/orfs finish

===== flow/config.mk =====
export PLATFORM = sky130hd
export DESIGN_NAME = core_regfile
export DESIGN_NICKNAME = core_regfile
export VERILOG_FILES = /design/flow/design.v
export SDC_FILE = /design/flow/constraint.sdc
export NUM_CORES = 4
export LEC_CHECK = 1
export CORE_UTILIZATION = 50

===== flow/constraint.sdc =====
current_design core_regfile

set clk_period 3.4
set clk_io_pct 0.2

create_clock -name clk0 -period $clk_period [get_ports {clk}]

set non_clock_inputs [all_inputs -no_clocks]
set_input_delay [expr $clk_period * $clk_io_pct] -clock clk0 $non_clock_inputs
set_output_delay [expr $clk_period * $clk_io_pct] -clock clk0 [all_outputs]

===== flow/design.v =====
interface naive_bus();
    logic  rd_req, rd_gnt;
    logic  [3:0]  rd_be;
    logic  [31:0] rd_addr, rd_data;
    logic  wr_req, wr_gnt;
    logic  [3:0]  wr_be;
    logic  [31:0] wr_addr, wr_data;
    modport master(
        output rd_req, rd_be, rd_addr,
        input  rd_data, rd_gnt,
        output wr_req, wr_be, wr_addr, wr_data,
        input  wr_gnt
    );
    modport slave(
        input  rd_req, rd_be, rd_addr,
        output rd_data, rd_gnt,
        input  wr_req, wr_be, wr_addr, wr_data,
        output wr_gnt
    );
endinterface
module core_regfile(
    input  logic clk, rstn,
    input  logic rd_latch,
    input  logic i_re1,
    input  logic [4:0]  i_raddr1,
    output logic [31:0] o_rdata1,
    input  logic i_re2,
    input  logic [4:0]  i_raddr2,
    output logic [31:0] o_rdata2,
    input  logic i_forward1,
    input  logic [4:0] i_faddr1,
    input  logic [31:0] i_fdata1,
    input  logic i_forward2,  
    input  logic [4:0] i_faddr2,
    input  logic [31:0] i_fdata2,
    input  logic i_we,
    input  logic [4:0] i_waddr,
    input  logic [31:0] i_wdata
);
logic [31:0] reg_rdata1 = 0;
logic [31:0] reg_rdata2 = 0;
logic [31:0] forward_data1, forward_data2;
logic from_fw1, from_fw2;
assign o_rdata1 = from_fw1 ? forward_data1 : reg_rdata1;
assign o_rdata2 = from_fw2 ? forward_data2 : reg_rdata2;
always @ (posedge clk or negedge rstn)
    if(~rstn) begin
        from_fw1 <= 1'b0;
        forward_data1 <= 0;
    end else begin
        if(rd_latch) begin
            from_fw1 <= 1'b1;
            forward_data1 <= o_rdata1;
        end else if((~i_re1)   || i_raddr1==5'h0    ) begin
            from_fw1 <= 1'b1;
            forward_data1 <= 0;
        end else if(i_forward1 && i_faddr1==i_raddr1) begin
            from_fw1 <= 1'b1;
            forward_data1 <= i_fdata1;
        end else if(i_forward2 && i_faddr2==i_raddr1) begin
            from_fw1 <= 1'b1;
            forward_data1 <= i_fdata2;
        end else if(i_we       && i_waddr ==i_raddr1) begin
            from_fw1 <= 1'b1;
            forward_data1 <= i_wdata;
        end else begin
            from_fw1 <= 1'b0;
            forward_data1 <= 0;
        end
    end
always @ (posedge clk or negedge rstn)
    if(~rstn) begin
        from_fw2 <= 1'b0;
        forward_data2 <= 0;
    end else begin
        if(rd_latch) begin
            from_fw2 <= 1'b1;
            forward_data2 <= o_rdata2;
        end else if((~i_re2)   || i_raddr2==5'h0    ) begin
            from_fw2 <= 1'b1;
            forward_data2 <= 0;
        end else if(i_forward1 && i_faddr1==i_raddr2) begin
            from_fw2 <= 1'b1;
            forward_data2 <= i_fdata1;
        end else if(i_forward2 && i_faddr2==i_raddr2) begin
            from_fw2 <= 1'b1;
            forward_data2 <= i_fdata2;
        end else if(i_we       && i_waddr ==i_raddr2) begin
            from_fw2 <= 1'b1;
            forward_data2 <= i_wdata;
        end else begin
            from_fw2 <= 1'b0;
            forward_data2 <= 0;
        end
    end
logic [31:0] regfile [32];
always @ (posedge clk)
    reg_rdata1 <= regfile[i_raddr1];
always @ (posedge clk)
    reg_rdata2 <= regfile[i_raddr2];
always @ (posedge clk)
    if(i_we) 
        regfile[i_waddr] <= i_wdata;
endmodule

==> run summary <==
mapped cell area: 53,930 um2
WP data required: 2.72 ns
# Max-Cap Violations: 0
Die Wd: 330.4 um
Total GRT Usage: 37.52%
library cells used by synthesis: 47
Mean Syn Cell Area: 18.10 um2
drt drc: 0
total wire length: 179,500 um
hold_ws: 0.5345 ns
status: completed
first-pass GRT wire length: 254,600 um
placed inst area: 59,110 um2
Post-DP HPWL: 110,900 um
post-route design area: 63,130 um2
largest fanout on the critical path: 21
Lkg Pwr: 20.54 nW
Critical Path End Type: output pin
Synth Flop Type: edfxtp_1
DR WL met2: 81,210 um
clk_skew: 0.02789 ns
initial antenna violation count: 5
Core Util at FP: 50.38%
num rows: 120
io pins: 193
Post-synth ARST share: 5.719%
post-CTS setup buffer count: 0
RSZ-0062 raised after global routing: no
Chip Area: 109,200 um2
worst-margin pin slew: 1.222 ns
fin util: 58.97%
crit path time final: 3.250 ns
top sig layer: met5
Setup CP Type: reg2out
Reg area: 33,680 um2
Final GP Congestion: 0.9416
Achievable Freq: 307.7 MHz
Layout Area Growth over Synthesis: 17.07%
ratio of cells with drive above 1 in the final layout: 32.39%
wire per inst: 37.65 um
Hold Path Class: in2reg
largest net degree at the start of global routing: 68
total CTS buffers: 119
maximum vdd drop: 0.0004360 V
clk sinks: 1,154
CTS root buffer: clkbuf_16
Ys Warns: 1
Synth Register Bits: 1,154
I/O Buffers: 192
tally of filler cells in the layout: 7,624
setup_tns: 0 ns
DR pass1 iterations: 22
die y size: 330.4 um
H-tree Lvls: 3
Yosys Instances: 2,980
post-layout period usage: 95.59%
Critical Path Start Type: flop
vias in the first global route: 36,650
area of the multi-input gates: 19,150 um2
Worst-path clk slew: 0.06 ns
OpenROAD warnings: 26
Power Density: 516.0 nW/um2
1st-iter DRT viols: 2,436
Late-Pin Clk Latency: 0.73 ns
max-slew violations: 0
Routed met3 length: 37,870 um
final hold violations: 0
post-route ant nets: 0
maximum clock path buffer count: 3
Max-slew headroom: 18.23%
CTS tree: built
via count: 33,260
post-synthesis sequential area ratio: 62.46%
Core ar.: 107,100 um2
number of enable flip-flop cells: 1,024
WP data arrival: 2.57 ns
# setup viols final: 0
yosys stat area: 53,930 um2
routed length on met1: 53,010 um
cell count after synthesis: 2,980
Via density: 6.978
grt total ovfl: 0
-- synth_stat cells, types with 35 or more instances --
master,number,area share [%]
mux2i_1,149,2.8
nand3_1,48,0.45
o21ai_0,35,0.32
a21oi_1,114,1.1
a221oi_1,99,1.6
buf_2,80,0.74
nor2_1,71,0.49
edfxtp_1,1024,57
dfxtp_1,64,2.4
mux2_2,123,2.6
nand2_1,89,0.62
buf_4,37,0.52
dfrtp_1,66,3.1
clkbuf_1,116,0.81
mux4_2,485,20
-- per-layer routing --
layer	track usage, %	vias up
met5	4.870	-
met3	33.02	432
met4	10.29	22
li1	-	13240
met1	45.06	16620
met2	51.39	2950
-- cell usage in the layout (no fill, tap or decap), types with 22 or more instances in the layout --
cell / instances
mux2_2: 123
mux4_2: 485
a221o_1: 31
dfxtp_1: 64
dfrtp_1: 64
nor2_4: 35
o21ai_0: 35
xnor2_1: 24
clkdlybuf4s50_1: 178
clkbuf_16: 121
nand2_1: 89
edfxtp_1: 1024
nand4_1: 25
a221oi_1: 99
buf_4: 167
clkbuf_1: 26
clkinv_2: 27
a21oi_1: 114
mux2i_1: 149
buf_12: 69
nor2_1: 35
and2_1: 33
nor3_1: 22
nand3_1: 48
-- final timing paths --
kind / startpoint / end / slack [ns] / cells after the start
setup reg to reg: from_fw1 / forward_data1[0] / 1.42 / 4
hold reg to reg: forward_data1[27] / forward_data1[27] / 0.61 / 3
max in group asynchronous: rstn / forward_data2[27] / 1.98 / 3
setup / recovery: from_fw2 / o_rdata2[14] / 0.15 / 3
min in group asynchronous: rstn / forward_data2[22] / 0.54 / 2
hold / removal: rd_latch / forward_data2[23] / 0.53 / 3
-- through the flow --
stage	cells	power [W]	setup WS, ns
after floorplan	2980	0.01787	0.1307
after global placement	4538	0.01942	0.3515
after detailed placement	4538	0.01945	0.3472
after CTS	4765	0.03268	0.1354
after global routing	4765	0.03341	0.1097
final	4767	0.03258	0.1498
-- report_power, final --
| group | internal, W | switching, W |
|---|---|---|
| Sequential | 0.0157 | 0.000165 |
| Clock | 0.00789 | 0.00548 |
| Combinational | 0.00147 | 0.00185 |
-- logic make-up (layout without fill, tap and decap cells) --
| group | after synthesis | in the layout | synth area share (%) |
|---|---|---|---|
| xor+xnor | 30 | 30 | 0.4872 |
| mux | 757 | 757 | 25.59 |
| flops | 1154 | 1154 | 62.46 |
| compound gates | 444 | 444 | 5.942 |
| other cells | 0 | 2 | 0 |
| buf+inv | 270 | 652 | 2.615 |
| simple gates | 325 | 325 | 2.912 |
-- repair_timing --
item | in CTS | in global routing
endpoints found under the hold margin | 11 | 0
hold buffers | 1 | 0
setup endpoints to repair | 0 | 0
resized | 0 | 0
-- sequential cells by signal (all words and copies together) (netlist names) --
| register | flops |
|---|---|
| forward_data2 | 32 |
| reg_rdata1 | 32 |
| from_fw1 | 1 |
| reg_rdata2 | 32 |
| forward_data1 | 32 |
| regfile | 1024 |
| from_fw2 | 1 |
-- cell type report --
| type | instances | share of cell area [%] |
|---|---|---|
| inverters | 2 | 0.01189 |
| diodes | 2 | 0.007927 |
| flip-flops and latches | 1154 | 53.36 |
| well taps | 1403 | 2.781 |
| multi-input cells | 1556 | 30.33 |
| clock inverters | 71 | 1.223 |
| repair buffers | 424 | 7.166 |
| clock buffers | 155 | 5.125 |
-- critical path: stages (launching register included) --
cell and delay (ns):
dfrtp_2 0.68, buf_12 0.27, mux2_2 0.41, clkdlybuf4s50_1 0.46
No activity file was given, so power comes from the tool's default toggle rates.
